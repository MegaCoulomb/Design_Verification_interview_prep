--- design/flow/design.v ---
interface arb_if(input bit clk);
    logic rst_n;
    logic [3:0] req;
    logic [3:0] gnt;
    logic       valid;
    clocking cb @(posedge clk);
        output req;
        input  gnt, valid;
    endclocking
endinterface
interface fifo_if(input bit clk);
    logic rst_n;
    logic wr_en;
    logic rd_en;
    logic [31:0] wr_data;
    logic [31:0] rd_data;
    logic full;
    logic empty;
    clocking cb @(posedge clk);
        output wr_en, rd_en, wr_data;
        input rd_data, full, empty;
    endclocking
endinterface
interface fsm_if(input bit clk);
    logic rst_n;
    logic in_sig;
    logic [1:0] out;
    clocking cb @(posedge clk);
        output in_sig;
        input out;
    endclocking
endinterface
interface hs_if(input bit clk);
    logic rst_n;
    logic req;
    logic ack;
    logic [7:0] data_in;
    logic [7:0] data_out;
    clocking cb @(posedge clk);
        output req, data_in;
        input ack, data_out;
    endclocking
endinterface
module rr_arbiter_4 (
    input  logic        clk,
    input  logic        rst_n,
    input  logic [3:0]  req,
    output logic [3:0]  gnt,
    output logic        valid
);
    typedef logic [1:0] ptr_t;
    ptr_t ptr;
    logic [3:0] grant;
    logic [3:0] rotated_req;
    function automatic logic [3:0] rotate(input logic [3:0] v, input int p);
        logic [3:0] r;
        for (int i=0;i<4;i++) r[i] = v[(p + i) % 4];
        return r;
    endfunction
    function automatic logic [3:0] rotate_back(input logic [3:0] v, input int p);
        logic [3:0] r;
        for (int i=0;i<4;i++) r[(p + i) % 4] = v[i];
        return r;
    endfunction
    always_comb begin
        rotated_req = rotate(req, ptr);
        grant = 4'b0000;
        if (rotated_req[0]) grant = 4'b0001;
        else if (rotated_req[1]) grant = 4'b0010;
        else if (rotated_req[2]) grant = 4'b0100;
        else if (rotated_req[3]) grant = 4'b1000;
    end
    always_ff @(posedge clk or negedge rst_n) begin
        if (!rst_n) begin
            ptr <= 2'd0;
            gnt <= 4'b0000;
            valid <= 1'b0;
        end else begin
            if (valid && gnt != 4'b0000) begin
                int gi = 0;
                for (int i=0;i<4;i++) if (gnt[i]) gi = i;
                if (req[gi]) begin
                    gnt <= gnt;
                    valid <= 1'b1;
                end else begin
                    ptr <= (gi + 1) % 4;
                    gnt <= rotate_back(grant, (gi + 1) % 4);
                    valid <= |gnt;
                end
            end else begin
                gnt <= rotate_back(grant, ptr);
                valid <= |rotate_back(grant, ptr);
            end
        end
    end
endmodule
--- design/flow/run.sh ---
#!/bin/bash
# OpenROAD 26Q1-2900-gdf79404cd8, Yosys 0.63+post, stock flow scripts
make -C /OpenROAD-flow-scripts/flow DESIGN_CONFIG=/design/flow/config.mk WORK_HOME=/design/flow/orfs finish
--- design/flow/config.mk ---
export PLATFORM = sky130hd
export DESIGN_NAME = rr_arbiter_4
export DESIGN_NICKNAME = rr_arbiter_4
export VERILOG_FILES = /design/flow/design.v
export SDC_FILE = /design/flow/constraint.sdc
export NUM_CORES = 4
export LEC_CHECK = 1
export CORE_UTILIZATION = 30
export SYNTH_HDL_FRONTEND = slang
--- design/flow/constraint.sdc ---
current_design rr_arbiter_4

set clk_period 4.6
set clk_io_pct 0.2

create_clock -name clk0 -period $clk_period [get_ports {clk}]

set non_clock_inputs [all_inputs -no_clocks]
set_input_delay [expr $clk_period * $clk_io_pct] -clock clk0 $non_clock_inputs
set_output_delay [expr $clk_period * $clk_io_pct] -clock clk0 [all_outputs]
==> flow_summary.yaml <==
# physical design summary
status:
  status: "complete, no violations"
timing:
  max_slew_margin_pct: 65.67
  tns_ns: 0
  fmax_ghz: 0.3185
  finalSetupViolCount: 0
  finalClockSkew_ns: 0.007444
  worst_slew_pin_slew_ns: 0.5137
  min_period_over_period_pct: 68.25
  rsz0062_at_grt: "false"
  hold_viol: 0
  slew_violations: 0
  min_period_ns: 3.139
global_routing:
  grt_use_total_pct: 12.47
  antenna_found_initial: 0
  grt_pass1_vias: 1623
  grt_max_degree: 33
  grt_overflow: 0
  grt_pass1_wl_um: 8176
floorplanning:
  num_rows: 32
  die_width_um: 92.28
  die_area_mm2: 0.008515
  boundaryPins: 11
  fp.dieH_um: 92.28
  fp-utilization_pct: 31.31
  core_region_area_mm2: 0.007807
routing:
  drtAntennaViolNets: 0
  vias: 1720
  drc: 0
  antennaDiodeCount: 0
  drt_pass1_iterations: 4
  wire_per_inst_um: 14.37
  vias_per_cell: 5.196
  routed_wirelength_um: 4756
  drt_iter0_markers: 89
synthesis:
  ys_types: 59
  yosysWarnings: 0
  logic_family: "simple AND/OR/NAND/NOR gates"
  synth_top_flop_cell: "edfxtp_1"
  avgSynthCellArea_um2: 11.37
  ys_seq_share_pct: 46.47
  synthAdderAreaFrac_pct: 7.677
  simple_gate_area_share_pct: 24.56
  synth_chip_area_mm2: 0.002445
  synthAoiAreaFrac_pct: 14.12
  synth_area_mm2: 0.002445
  async_flop_share_pct: 17.95
  xor_share_pct: 0
  synthCells: 215
  ys_sh_mux_pct: 4.964
  ys_cells: 215
  edf_count: 32
  ys_ff: 39
clock_network:
  ctsResizeCount: 0
  clk_latency_ns: 0.29
  clock_path_buffers: 2
  cts-root-buf: "clkbuf_8"
  hold_buffers: 0
  clk_pin_slew_ns: 0.07
  cts_buffers: 5
  cts_tree: "yes"
  h-tree-depth: 2
  post_cts_buffers: 0
  cts.sink_count: 39
power_and_ir_drop:
  power_density_mw_per_mm2: 729.8
  leakage_nw: 0.9929
  total_power_mw: 2.031
  ir_drop_mv: 0.1954
final_layout:
  syn2layout_area_growth_pct: 13.82
  drive_gt1_share_pct: 10.92
  fillerInstances: 788
worst_hold_path:
  min_path_type: "flip-flop to flip-flop"
  whs_path_depth: 1
setup_path:
  cp-start-kind: "input port"
  required_ns: 4.82
  crit_chain: "clkdlybuf4s50_1 > or3b_1 > a2111oi_1 > nor2_1 > and2_0 > a2111o_1 > o21ai_1"
  r2r_slack_ns: 1.49
  crit_family: "AND-OR/OR-AND gates"
  slowest_delay_ns: 0.56
  cp.arrival_ns: 3.36
  worstRegToRegCells: 8
  crit_type: "input port to flip-flop"
  path_buffers: 1
  r2r_end: "gnt[3]"
  critPathSlowestCell: "clkdlybuf4s50_1"
  end_kind: "flip-flop"
  cp_max_fo: 8
  timing.rr.start: "ptr[0]"
placement:
  dp_hpwl_um: 3359
  port_buffers: 10
  place_congestion: 0.8795
run:
  cap_violations: 0
  tool_warnings: 38
## cells in the mapped netlist (all sizes together) (5+ instances only)
library cell  count  area [µm²]
and2             33       206.5
edfxtp           32       960.9
ha               15       187.7
inv               8       30.03
nand2             8       30.03
nand4             8       50.05
dfrtp             7       175.2
nor2              7       26.28
a21oi             6       30.03
nand3b            6       45.04
o21ai             6       30.03
clkbuf            5       18.77
nor3              5       25.02
## per-layer routing
layer  share of wire, %  wire (µm)  global-route usage, %  vias up
met5                  0          0                      0        -
met1                 52       2484                  21.44      821
li1                   -          -                      -      856
met3                5.5        260                  3.122        4
met2                 42       1989                  17.10       39
met4               0.48         23                  1.042        0
## area by class of cell
cell class | count | area, µm² | share of cell area (%)
Multi-Input combinational cell | 162 | 1261 | 45.32
Sequential cell | 39 | 1136 | 40.83
Tap cell | 102 | 127.6 | 4.586
Timing Repair Buffer | 12 | 115.1 | 4.137
Clock buffer | 5 | 68.82 | 2.473
Clock inverter | 3 | 43.79 | 1.574
Inverter | 8 | 30.03 | 1.079
## placed cells by master (no fill, tap or decap), types with 2 or more instances in the layout
| cell | netlist | final |
|---|---|---|
| and2_1 | 32 | 32 |
| a2111oi_1 | 2 | 2 |
| nand2_1 | 8 | 8 |
| mux4_1 | 3 | 3 |
| o21ai_0 | 4 | 4 |
| a211oi_1 | 4 | 4 |
| a31oi_1 | 2 | 2 |
| nor3_1 | 5 | 5 |
| edfxtp_1 | 32 | 32 |
| a211o_1 | 3 | 3 |
| dfrtp_1 | 7 | 7 |
| nor2b_1 | 4 | 4 |
| nand3b_1 | 6 | 6 |
| a2111o_1 | 2 | 2 |
| nor3b_1 | 2 | 2 |
| a21oi_1 | 6 | 6 |
| mux2_2 | 2 | 2 |
| or3_1 | 2 | 2 |
| nand2b_1 | 3 | 3 |
| nand4_1 | 8 | 8 |
| mux2i_1 | 2 | 2 |
| o31ai_1 | 2 | 2 |
| nand3_1 | 3 | 3 |
| buf_4 | 0 | 2 |
| o21a_1 | 2 | 2 |
| clkdlybuf4s50_1 | 0 | 10 |
| o21ai_1 | 2 | 2 |
| nor2_1 | 7 | 7 |
| or3b_1 | 2 | 2 |
| inv_1 | 7 | 7 |
| or4_1 | 2 | 2 |
| clkbuf_8 | 0 | 5 |
| ha_1 | 15 | 15 |
## worst max path at each step
stage,endpoint,from,slack (ns),cells after the start
after global routing,gnt[0],ptr[0],1.21,8
after CTS,gnt[3],req[3],1.50,7
final,gnt[3],req[3],1.46,7
## logic make-up after synthesis
logic type / Yosys count
and+or+nand+nor: 95
AOI/OAI and AO/OA: 45
DFF: 39
adders and majority gates: 15
buffers and inverters: 14
muxes: 7
## power by group
group | leakage (nW) | internal, mW | switching [mW]
Clock | 0.0581 | 0.161 | 0.119
Sequential | 0.397 | 0.571 | 0.116
Combinational | 0.538 | 0.464 | 0.599
## per-stage QoR
step,cell area [µm²],cells,util (%),setup WS [ns],hold WS (ns)
6_report,2783,331,35.64,1.461,0.5639
3_3_place_gp,2670,323,34.20,1.217,0.5436
5_1_grt,2783,331,35.64,1.206,0.5716
3_5_place_dp,2670,323,34.20,1.207,0.5463
4_1_cts,2783,331,35.64,1.498,0.5686
2_1_floorplan,2445,215,-,1.932,0.5242
Power figures rest on the tool's default switching activity, not on a simulated workload.
