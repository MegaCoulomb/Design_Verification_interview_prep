File: design/flow/design.v
interface arb_if(input bit clk);
    logic rst_n;
    logic [3:0] req;
    logic [3:0] gnt;
    logic       valid;
    clocking cb @(posedge clk);
        output req;
        input  gnt, valid;
    endclocking
endinterface
interface fifo_if(input bit clk);
    logic rst_n;
    logic wr_en;
    logic rd_en;
    logic [31:0] wr_data;
    logic [31:0] rd_data;
    logic full;
    logic empty;
    clocking cb @(posedge clk);
        output wr_en, rd_en, wr_data;
        input rd_data, full, empty;
    endclocking
endinterface
interface fsm_if(input bit clk);
    logic rst_n;
    logic in_sig;
    logic [1:0] out;
    clocking cb @(posedge clk);
        output in_sig;
        input out;
    endclocking
endinterface
interface hs_if(input bit clk);
    logic rst_n;
    logic req;
    logic ack;
    logic [7:0] data_in;
    logic [7:0] data_out;
    clocking cb @(posedge clk);
        output req, data_in;
        input ack, data_out;
    endclocking
endinterface
module fifo_sync #(
    parameter WIDTH = 32,
    parameter DEPTH = 16
) (
    input  logic clk,
    input  logic rst_n,
    input  logic wr_en,
    input  logic rd_en,
    input  logic [WIDTH-1:0] wr_data,
    output logic [WIDTH-1:0] rd_data,
    output logic full,
    output logic empty,
    output logic almost_full,
    output logic [$clog2(DEPTH):0] count
);
    localparam PTR_WIDTH = $clog2(DEPTH);
    logic [WIDTH-1:0] mem [0:DEPTH-1];
    logic [PTR_WIDTH-1:0] wr_ptr, rd_ptr;
    logic [PTR_WIDTH:0] fifo_count;
    assign count = fifo_count;
    assign empty = (fifo_count == 0);
    assign full = (fifo_count == DEPTH);
    assign almost_full = (fifo_count >= DEPTH-1);
    always_ff @(posedge clk or negedge rst_n) begin
        if (!rst_n) begin
            wr_ptr <= 0; rd_ptr <= 0; fifo_count <= 0; rd_data <= '0;
        end else begin
            if (wr_en && !full) begin
                mem[wr_ptr] <= wr_data;
                wr_ptr <= wr_ptr + 1;
            end
            if (rd_en && !empty) begin
                rd_data <= mem[rd_ptr];
                rd_ptr <= rd_ptr + 1;
            end
            if ((wr_en && !full) && !(rd_en && !empty)) fifo_count <= fifo_count + 1;
            else if (!(wr_en && !full) && (rd_en && !empty)) fifo_count <= fifo_count - 1;
        end
    end
endmodule
File: design/flow/run.sh
#!/bin/bash
# OpenROAD 26Q1-2900-gdf79404cd8, Yosys 0.63+post, stock flow scripts
make -C /OpenROAD-flow-scripts/flow DESIGN_CONFIG=/design/flow/config.mk WORK_HOME=/design/flow/orfs finish
File: design/flow/config.mk
export PLATFORM = sky130hd
export DESIGN_NAME = fifo_sync
export DESIGN_NICKNAME = fifo_sync
export VERILOG_FILES = /design/flow/design.v
export SDC_FILE = /design/flow/constraint.sdc
export NUM_CORES = 4
export LEC_CHECK = 1
export CORE_UTILIZATION = 30
export SYNTH_HDL_FRONTEND = slang
File: design/flow/constraint.sdc
current_design fifo_sync

set clk_period 20.3
set clk_io_pct 0.2

create_clock -name clk0 -period $clk_period [get_ports {clk}]

set non_clock_inputs [all_inputs -no_clocks]
set_input_delay [expr $clk_period * $clk_io_pct] -clock clk0 $non_clock_inputs
set_output_delay [expr $clk_period * $clk_io_pct] -clock clk0 [all_outputs]
==> results.txt <==
On the backend side, the flow ran end to end.

TritonCTS built the clock tree. The maximum number of pins on one net before global-route repair stands at ~100. The setup TNS stands at 0 ns. The pre-antenna-repair detailed-routing pass consisted of 4 iterations. The total power of the final layout stands at 3.26 mW. The clock transition time at the flip-flop clock pins of the worst setup and hold paths stands at 0.06 ns.

The fraction of met1 tracks used by global routing stands at 0.182. The slew check shows that the tightest pin keeps a relative margin of 0.470. Wires add up to about 47000 um. The number of warning messages in the logs stands at 30. The worst setup path is captured at a flip-flop. Per STA, the startpoint of the critical path is rd_en. The wire length of the first global-routing pass stands at 70600 um.

The worst vdd rail ir drop stands at 0.0707 mV. STA lists the startpoint of the worst register-to-register path as count[0]. The final number of max-transition violations stands at 0.

In this run the maximum-capacitance check reported violations numbering 0. The layout cell share with drive strength beyond 1 stands at 0.265. The core region is 69200 um2.

The clock buffer count from CTS stands at 53. The total count of hold-check failures in the final report stands at 0. Setup repair after global routing left no endpoint under its margin. The routed design ends up with an antenna cell count of 0. The remaining global-route overflow stands at 0. Per the summary, power density relative to cell area is 132 nW/um2. The number of sinks handled by clock tree synthesis stands at ~560. The via count of the first global-routing pass came to around 11k. The antenna violation net count after detailed routing stands at 0.

met2 is the most crowded layer. For this design, Yosys synthesis ends with a cell count of 941. The leakage power total stands at 7.65 nW. In this build the clock could be raised as far as about 0.16 GHz. The cell area that synthesis handed to floorplanning was 21100 um2. The setup slack of the worst register-to-register path stands at approximately 17 ns.

The skew report gives the latency at the later pin of the worst-skew pair as 0.60 ns. The routed design shows a wire length per standard cell of ~23 um. By area the synthesized netlist is led by edfxtp_1, mux4_2, dfrtp_1, o22ai_1, mux2_2.

Of all cell types, the one taking the most synthesized area is edfxtp_1. Synthesis produced 941 cells. The half-perimeter wire length after placement stands at 27500 um. The number of port buffers stands at 75.

The total setup buffers inserted after CTS stands at 0. The mean instance size in the synthesized netlist stands at 22.4 um2. The data required time of the worst path stands at 20.80 ns.

Of the synthesized area, sequential elements account for 0.781. The total via count after detailed routing stands at 9739. The count of endpoints failing setup in the final report stands at 0.

The post-synthesis register bit count stands at about 560. The worst register-to-register path ends at count[4]. The flow ran to the end, and the final reports show no timing, DRC or antenna violations. The routed layout reports a DRC error count of 0.

The average via count per standard cell stands at 4.82. The area of the chip stands at 71500 um2. For this run, the chip area from Yosys synthesis comes to 21100 um2.

The worst setup path is of the primary input to flip-flop kind. STA classifies the critical path startpoint as a primary input. The total of warnings raised by yosys stands at 0. The tree is rooted in a clkbuf_16. The critical path maximum fanout is 32. The total number of placement rows stands at around 96. The share of synthesized area in the top cell type comes to 0.728.

In this run the worst hold path is classified as flip-flop to flip-flop. According to the timing report, the critical path is captured at count[4]. Per the OpenROAD floorplan log, the height of the die is 267 um.

In this run, the number of DRC markers left after iteration 0 of detailed routing was 542. The clock arrives with 0.0281 ns of skew. The global routing usage on met2 stands at 0.237. The fraction of met3 tracks used by global routing stands at 0.0778. Gates resized during post-CTS repair numbered 0. The worst path arrival time stands at approximately 6.9 ns. In this run the layout overhead on the synthesized area is reported as 17.3%. The count of boundary I/O pins stands at 76.

The global placement routability congestion stands at 0.799. Yosys mapped the design onto 33 distinct sky130hd cell types. The clock passes through at most 3 buffers.

The worst-margin pin slew stands at 0.792 ns. The fraction of the core area occupied by cells at floorplan stands at 0.305. After clock tree synthesis, the flow added hold-fix buffers numbering 0. The library cell used most frequently in the layout, excluding fill and tap cells, is edfxtp_1. The initial antenna violation count stands at 0. STA shows the worst reg2reg path with a cell count of 10.

Per the OpenROAD floorplan log, the width of the die is 267 um. In this run the number of H-tree levels came out at 2. In the global route stage, overall resource usage came out at 0.146. The post-route minimum period stands at 6.38 ns. Dividing the final minimum period by the clock period gives 0.314.

The most common logic cells in the final layout are edfxtp_1, mux4_2, clkdlybuf4s50_1, o22ai_1, clkbuf_16.
final cells by class:
class / count / area (um2)
Clock buffer: 74 / 1450
Clock inverter: 23 / 219
Fill cell: 6306 / 44400
Inverter: 4 / 15.0
Multi-Input combinational cell: 328 / 4450
Sequential cell: 557 / 16500
Tap cell: 931 / 1160
Timing Repair Buffer: 103 / 968
cells in the mapped netlist:
cell type / n
fa_1: 1
buf_1: 10
a21o_1: 2
dfrtp_1: 45
nand2_1: 8
o21a_1: 1
clkbuf_1: 17
o22ai_1: 64
and2_1: 1
a41o_1: 1
mux4_2: 128
inv_1: 4
mux2i_1: 1
a21boi_1: 1
buf_2: 14
mux2_2: 34
or3b_2: 1
nor2_1: 19
o21ai_0: 3
nand3b_1: 2
nand3_1: 1
nand2b_1: 1
xor2_1: 1
nor4_1: 1
buf_6: 11
o211ai_2: 1
ha_1: 9
xnor2_1: 9
nand4_1: 2
a21oi_1: 34
or2_2: 1
or4_4: 1
edfxtp_1: 512
critical path, cell delays in order:
cell             delay (ns)
clkdlybuf4s50_1        0.53
o21a_2                 0.64
inv_1                  0.17
ha_1                   0.25
inv_1                  0.16
ha_1                   0.31
a21o_1                 0.20
a21oi_1                0.18
mux2i_1                0.24
xnor2_1                0.13
routing by layer:
metal / part of all wire / wire (um) / vias to the layer above
li1: - / - / 4190
met1: 0.36 / 16900 / 4999
met2: 0.51 / 24000 / 481
met3: 0.12 / 5590 / 69
met4: 0.021 / 977 / 0
met5: 0 / 0 / -
worst min path at each step:
stage | startpoint | to | slack, ns | cells after the start
5_1_grt | wr_ptr[3] | wr_ptr[3] | 0.58 | 1
4_1_cts | wr_ptr[3] | wr_ptr[3] | 0.54 | 1
6_report | wr_ptr[3] | wr_ptr[3] | 0.54 | 1
kinds of logic (layout without fill, tap and decap cells):
group	Yosys count	count (layout)	synth area share
adder cells (fa/ha/maj)	10	10	0.00628
multiplexers	163	163	0.155
flip-flops	557	557	0.781
AND-OR/OR-AND	107	107	0.0302
buffers and inverters	56	204	0.0147
AND/OR/NAND/NOR	38	38	0.00847
XOR/XNOR	10	10	0.00415
metrics by stage:
stage | setup WS (ns) | utilization | instance area (um2) | hold WS, ns | cells
4_1_cts | 13.93 | 0.358 | 24800 | 0.543 | 2020
3_3_place_gp | 13.35 | 0.334 | 23100 | 0.520 | 1923
3_5_place_dp | 13.31 | 0.334 | 23100 | 0.529 | 1923
5_1_grt | 13.70 | 0.358 | 24800 | 0.581 | 2020
2_1_floorplan | 13.77 | - | 21100 | 0.491 | 941
6_report | 13.92 | 0.358 | 24800 | 0.538 | 2020
sequential cells by signal, indices dropped and copies added (netlist names):
signal and flops:
wr_ptr 4, mem 512, rd_data 32, rd_ptr 4, count 5
power breakdown:
part	internal [mW]	switching [mW]
sequential	1.36	0.0785
clock	0.536	0.413
combinational	0.440	0.433
No activity file was given, so power comes from the tool's default toggle rates.
