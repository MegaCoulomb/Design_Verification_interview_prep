### ./constraint.sdc
current_design handshake_slave

set clk_period 1.2
set clk_io_pct 0.2

create_clock -name clk0 -period $clk_period [get_ports {clk}]

set non_clock_inputs [all_inputs -no_clocks]
set_input_delay [expr $clk_period * $clk_io_pct] -clock clk0 $non_clock_inputs
set_output_delay [expr $clk_period * $clk_io_pct] -clock clk0 [all_outputs]
### ./design.v
interface arb_if(input bit clk);
    logic rst_n;
    logic [3:0] req;
    logic [3:0] gnt;
    logic       valid;
    clocking cb @(posedge clk);
        output req;
        input  gnt, valid;
    endclocking
endinterface
interface fifo_if(input bit clk);
    logic rst_n;
    logic wr_en;
    logic rd_en;
    logic [31:0] wr_data;
    logic [31:0] rd_data;
    logic full;
    logic empty;
    clocking cb @(posedge clk);
        output wr_en, rd_en, wr_data;
        input rd_data, full, empty;
    endclocking
endinterface
interface fsm_if(input bit clk);
    logic rst_n;
    logic in_sig;
    logic [1:0] out;
    clocking cb @(posedge clk);
        output in_sig;
        input out;
    endclocking
endinterface
interface hs_if(input bit clk);
    logic rst_n;
    logic req;
    logic ack;
    logic [7:0] data_in;
    logic [7:0] data_out;
    clocking cb @(posedge clk);
        output req, data_in;
        input ack, data_out;
    endclocking
endinterface
module handshake_slave (
    input logic clk,
    input logic rst_n,
    input logic req,
    output logic ack,
    output logic [7:0] data_out,
    input logic [7:0] data_in
);
    typedef enum logic [1:0] {IDLE=2'b00, GOT_REQ=2'b01, ACK=2'b10, WAIT_REL=2'b11} state_t;
    state_t state, next_state;
    always_comb begin
        next_state = state;
        case (state)
            IDLE: if (req) next_state = GOT_REQ;
            GOT_REQ: next_state = ACK;
            ACK: if (!req) next_state = WAIT_REL;
            WAIT_REL: next_state = IDLE;
        endcase
    end
    always_ff @(posedge clk or negedge rst_n) begin
        if (!rst_n) begin
            state <= IDLE;
            ack <= 0;
            data_out <= 8'd0;
        end else begin
            state <= next_state;
            ack <= (next_state == ACK) || (state == ACK);
            if (state == GOT_REQ) data_out <= data_in;
        end
    end
endmodule
### ./run.sh
#!/bin/bash
# OpenROAD 26Q1-2900-gdf79404cd8, Yosys 0.63+post, stock flow scripts
make -C /OpenROAD-flow-scripts/flow DESIGN_CONFIG=/design/flow/config.mk WORK_HOME=/design/flow/orfs finish
### ./config.mk
export PLATFORM = sky130hd
export DESIGN_NAME = handshake_slave
export DESIGN_NICKNAME = handshake_slave
export VERILOG_FILES = /design/flow/design.v
export SDC_FILE = /design/flow/constraint.sdc
export NUM_CORES = 4
export LEC_CHECK = 1
export CORE_AREA = 10 10 70 70
export DIE_AREA = 0 0 80 80
export SYNTH_HDL_FRONTEND = slang
==> git commit body <==
Update PnR metrics after Yosys + OpenROAD run

* Final tally of hold violations: 0
- The number of clock sinks came to 13.
- Per STA, the worst path accumulates the most delay in the family flip-flops.
- Crit path max-delay cell type: sky130_fd_sc_hd__dfrtp_1
- Post-route clock period utilization: a little over nine tenths
- Synthesized cell area: ~500 um^2
- Highest Clock Rate: between 800 and 900 MHz
- The type recorded for the worst min-delay path is input pin to asynchronous set/reset pin.
* Antenna violations before repair: 0
* Setup-violating endpoint count in the final report: 0
- The number of buffers and inverters on the critical path is 1.
- Number of max-capacitance violations reported: 0
- The critical path is of the flop to output port type.
- Critical Path Fanout Max: 2
* Largest net degree at the start of global routing: 14
* Latency at later pin: 270 ps
- The max-slew check reports its worst relative slack as slightly below 80%.
- Number of buffers created by CTS: 3
- In the final layout, flip-flops and latches occupy 327.8 um^2.
- Summing all placed instances gives a cell area of between 700 and 800 um^2.
- Total global-route track usage over all layers is 3.677%.
- Result of the run: finished, final reports clean
* Post-detail-place hpwl: around 850 um
- Setup repair after global routing left no endpoint under its margin.
* Number of standard cells after synthesis: 29
- Horizontal die size: 80 um
- Subtracting the final worst setup slack from the clock period gives roughly 1100 ps.
* First-pass GRT wire length: between 1.5 and 2 mm
* Global route overflow: 0
- The launch point of the critical path was reported as data_out[4].
- For this sky-water flow run, the detailed-routed wirelength per cell is reported as roughly 11 um.
- Leakage dissipation: approximately 0.42 nW
- Once iteration 0 of detailed routing completed, the report listed 0 DRC markers.
- Critical Path AT: 890 ps
* Number of top-level pins: 20
* Power density normalized to cell area: between 900 and 1000 nW/um^2
- FILL cells: around 360
- # Cells Yosys: 29
- GP Congestion: 0.7076
- Sequential cell area fraction in the yosys report: roughly two thirds
* Finished layout cell area: 792.0 um^2
* Total of hold buffers inserted after clock tree synthesis: 0
- The number of global-route vias before repair came to 346.
* Share of post-route cells with drive strength above 1: around 36%
- On the reported timing paths, the clock transition at the registers reads 80 ps.
* Chip area: about 6400 um^2
* TritonCTS clock tree: built
- For the worst reg-to-reg path, the startpoint reported by OpenROAD is state[2].
- The flow measured a signed area growth from synthesis to layout of 58.25%.
- After floorplanning, the core was sized to cover about 3400 um^2.
* Number of search-and-repair iterations in the first detailed-routing pass: 1
- Number of rows in the core area: 21
- Summed negative setup slack over all endpoints: 0 ps
- Die Y: 80 um
* Least-Margin Pin Slew: ~310 ps
* Chip area from the yosys synthesis statistics: about 500 um^2
- STA classifies the critical path startpoint as a flop.
* Root buffer cell: sky130_fd_sc_hd__clkbuf_4
- Synthesized area per cell: between 15 and 20 um^2
* DRC: 0
- Per STA, the worst path is made up of dlygate4sd2_1.
- For this block, the routed nets add up to ~1.1 mm of wire.
- DR vias/cell: 3.108
* Maximum clock path buffer count: 2
- The final timing report lists clock skew as between 5 and 6 ps.
* Combinational gate area: between 150 and 200 um^2
- Number of warnings reported in the yosys synthesis log: 0
- The worst setup path is captured at an output port.
* Minimum setup slack among reg-to-reg paths: approximately 190 ps
- Synth unique cells: 9
- In the routed netlist, the antenna diode instances number 0.
- Number of OpenROAD warnings: 25
* Required @ worst endpoint: roughly 960 ps
* Post-DRT Antenna Nets: 0
* Pins over their slew limit: 0
- Pre-placement core utilization: roughly 15%
* H-tree levels: 1
* Post-synthesis sequential element count: 13
- Worst supply voltage drop on vdd: between 0.5 and 0.6 mV
- Most numerous logic cells after layout: sky130_fd_sc_hd__dfrtp_1 (11), sky130_fd_sc_hd__clkdlybuf4s50_1 (10), sky130_fd_sc_hd__mux2_4 (8), sky130_fd_sc_hd__dlygate4sd2_1 (8), sky130_fd_sc_hd__buf_4 (5)
* Most common logic cell in the routed design: sky130_fd_sc_hd__dfrtp_1
- Port Buffers: 19
- Maximum single-stage delay on the critical path: 380 ps
* Number of vias in the routed layout: 317
-- cells by family after synthesis --
group	synth area share, %
buffers and inverters	3.750
multiplexers	24.00
AND-OR/OR-AND	5.001
flip-flops	65.25
AND/OR/NAND/NOR	2.000
-- what timing repair did --
action,4_1_cts,5_1_grt
buffers inserted,4,0
resized,9,2
endpoints found under the setup margin,9,9
-- metal layers --
metal  GRT usage (%)  wire length [um]  share of wire [%]  vias to the layer above
met5               0                 0                  0                        -
met4          0.5282                15                1.4                        0
met3           2.727               150                 14                        2
met2           5.618               523                 48                       14
met1           4.121               408                 37                      149
li1                -                 -                  -                      152
-- area by class of cell --
cell class | count | area share (%)
flip-flops and latches | 13 | 41.39
inverters | 2 | 0.9479
clock buffers | 4 | 3.318
multi-input cells | 13 | 19.59
well taps | 46 | 7.267
repair buffers | 24 | 27.49
-- stage by stage --
stage | hold slack, ps | utilization (%) | instances | power (W) | worst slack [ps]
2_1_floorplan | -55.59 | - | 29 | 0.0004478 | 296.1
3_3_place_gp | 414.8 | 21.79 | 94 | 0.0004925 | 38.35
3_5_place_dp | 425.5 | 21.79 | 94 | 0.0004933 | 10.31
4_1_cts | 264.5 | 23.11 | 102 | 0.0007626 | 13.59
5_1_grt | 254.1 | 23.19 | 102 | 0.0008017 | 8.143
6_report | 264.7 | 23.19 | 102 | 0.0007436 | 70.65
-- path summary, 6_finish.rpt --
path                                to  cells past startpoint
min reg2reg                   state[0]                      1
min                        data_out[4]                      2
max in group asynchronous     state[0]                      2
min in group clk0             state[0]                      1
max reg2reg                data_out[6]                      1
max                        data_out[4]                      1
-- report_power, final --
group / switching (W) / internal [W]
clock: 0.000131 / 0.000129
sequential: 0 / 0.000438
combinational: 0.0000146 / 0.0000313
-- flip-flops by register name, indices dropped and copies added (netlist names) --
register / flops
state: 4
data_out: 8
ack: 1
-- synth_stat cells --
library cell	instances	share of area, %
sky130_fd_sc_hd__inv_1	2	1.5
sky130_fd_sc_hd__buf_6	1	2.2
sky130_fd_sc_hd__nand2_1	1	0.75
sky130_fd_sc_hd__dfstp_2	1	5.3
sky130_fd_sc_hd__dfrtp_1	12	60
sky130_fd_sc_hd__a21o_1	1	1.5
sky130_fd_sc_hd__a21o_2	2	3.5
sky130_fd_sc_hd__nor2b_1	1	1.3
sky130_fd_sc_hd__mux2_4	8	24
Power and IR drop assume default switching activity.
